$ cat /design/flow/run.sh
#!/bin/bash
# OpenROAD 26Q1-2900-gdf79404cd8, Yosys 0.63+post, stock flow scripts
make -C /OpenROAD-flow-scripts/flow DESIGN_CONFIG=/design/flow/config.mk WORK_HOME=/design/flow/orfs finish
$ cat /design/flow/config.mk
export PLATFORM = sky130hd
export DESIGN_NAME = pong
export DESIGN_NICKNAME = pong
export VERILOG_FILES = /design/flow/design.v
export SDC_FILE = /design/flow/constraint.sdc
export NUM_CORES = 4
export LEC_CHECK = 1
export CORE_UTILIZATION = 40
$ cat /design/flow/constraint.sdc
current_design pong

set clk_period 1.9
set clk_io_pct 0.2

create_clock -name clk0 -period $clk_period [get_ports {clk}]

set non_clock_inputs [all_inputs -no_clocks]
set_input_delay [expr $clk_period * $clk_io_pct] -clock clk0 $non_clock_inputs
set_output_delay [expr $clk_period * $clk_io_pct] -clock clk0 [all_outputs]
$ cat /design/flow/design.v
`timescale 1ns / 1ps
module debouncer(    
    output reg clean = 0,
    input button, clk
    );
 reg [2:0]count_val;
    wire max_val = &count_val;
    always @ (posedge clk)
        begin
            if (button == clean)
                count_val <= 0;
            else 
                count_val <= count_val + 4'd1;
                if (max_val) clean <= button;
        end    
endmodule
`timescale 1ns / 1ps
module pixel(
    input clk,  
    input reset,    
    input up,
    input down,
    input video_on,
    input [9:0] x,
    input [9:0] y,
    output reg [11:0] rgb,
    output reg [15:0] score_keep
    );
    parameter X_MAX = 639;
    parameter Y_MAX = 479;
    wire frame_refresh;
    assign frame_refresh = ((y == 481) && (x == 0)) ? 1 : 0; 
    parameter WALL_LEFT = 77;    
    parameter WALL_RIGHT = 84; 
    parameter PADDLE_LEFT = 620;
    parameter PADDLE_RIGHT = 624;    
    wire [9:0] paddle_top, paddle_bottom;
    parameter PADDLE_HEIGHT = 98;  
    reg [9:0] paddle_pos_reg, paddle_pos_next;
    parameter PADDLE_SPEED = 2;   
    reg [7:0] speed_counter = 0;
    parameter BALL_DIMENSION = 12;  
    wire [9:0] ball_left, ball_right;    
    wire [9:0] ball_top, ball_bottom;
    reg [9:0] ball_pos_y_reg, ball_pos_x_reg;  
    wire [9:0] ball_pos_y_next, ball_pos_x_next;  
    reg signed [9:0] x_velocity_reg, x_velocity_next;  
    reg signed [9:0] y_velocity_reg, y_velocity_next;  
    parameter signed BALL_SPEED_POS = 2;  
    parameter signed BALL_SPEED_NEG = -2;
    wire [3:0] rom_address, ball_column;    
    reg [11:0] rom_data;              
    wire ball_pixel;                    
    always @(posedge clk or posedge reset)
        if(reset) begin
            paddle_pos_reg <= 0;
            ball_pos_x_reg <= 0;
            ball_pos_y_reg <= 0;
            x_velocity_reg <= 10'h002;
            y_velocity_reg <= 10'h002;
            speed_counter <= 0;   
            score_keep <= 16'b0000000000000000;
        end
        else begin
            paddle_pos_reg <= paddle_pos_next;
            ball_pos_x_reg <= ball_pos_x_next;
            ball_pos_y_reg <= ball_pos_y_next;
            x_velocity_reg <= x_velocity_next;
            y_velocity_reg <= y_velocity_next;
        if ((PADDLE_LEFT <= ball_right) && (ball_right <= PADDLE_RIGHT) &&
            (paddle_top <= ball_bottom) && (ball_top <= paddle_bottom) && (x_velocity_reg > 0)) begin
            speed_counter <= speed_counter + 1;
            score_keep <= score_keep + 16'b0000000000000001;
        end
        if (ball_right >= X_MAX) begin
            speed_counter <= 0;  
            score_keep <= 16'b0000000000000000;
        end
    end
    always @*
        case(rom_address)
            4'b0000 : rom_data = 12'b000111111000;  
            4'b0001 : rom_data = 12'b001111111100; 
            4'b0010 : rom_data = 12'b111111111111;
            4'b0011 : rom_data = 12'b111111111111;
            4'b0100 : rom_data = 12'b001111111100; 
            4'b0101 : rom_data = 12'b100011110001;
            4'b0110 : rom_data = 12'b110000000011;
            4'b0111 : rom_data = 12'b111111111111; 
            4'b1000 : rom_data = 12'b111111111111;
            4'b1001 : rom_data = 12'b001111111100;
            4'b1010 : rom_data = 12'b000111111000;
            default : rom_data = 12'b000000000000;
        endcase
    wire wall_active, paddle_active, square_ball_active, ball_active;
    wire [11:0] wall_color, paddle_color, ball_color, background_color;
    assign wall_active = ((WALL_LEFT <= x) && (x <= WALL_RIGHT)) ? 1 : 0;
    assign wall_color = 12'h111;       
    assign paddle_color = 12'h111;        
    assign ball_color = 12'h1FF;       
    assign background_color = 12'hCCC;        
    assign paddle_top = paddle_pos_reg;                              
    assign paddle_bottom = paddle_top + PADDLE_HEIGHT - 1;               
    assign paddle_active = (PADDLE_LEFT <= x) && (x <= PADDLE_RIGHT) &&      
                           (paddle_top <= y) && (y <= paddle_bottom);
    always @* begin
        paddle_pos_next = paddle_pos_reg;      
        if(frame_refresh)
            if(up & (paddle_top > PADDLE_SPEED))
                paddle_pos_next = paddle_pos_reg - PADDLE_SPEED;   
            else if(down & (paddle_bottom < (Y_MAX - PADDLE_SPEED)))
                paddle_pos_next = paddle_pos_reg + PADDLE_SPEED;   
    end
    assign ball_left = ball_pos_x_reg;
    assign ball_top = ball_pos_y_reg;
    assign ball_right = ball_left + BALL_DIMENSION - 1;
    assign ball_bottom = ball_top + BALL_DIMENSION - 1;
    assign square_ball_active = (ball_left <= x) && (x <= ball_right) &&
                                (ball_top <= y) && (y <= ball_bottom);
    assign rom_address = y[3:0] - ball_top[3:0];    
    assign ball_column = x[3:0] - ball_left[3:0];     
    assign ball_pixel = rom_data[ball_column];          
    assign ball_active = square_ball_active & ball_pixel;      
    assign ball_pos_x_next = (frame_refresh) ? ball_pos_x_reg + x_velocity_reg : ball_pos_x_reg;
    assign ball_pos_y_next = (frame_refresh) ? ball_pos_y_reg + y_velocity_reg : ball_pos_y_reg;
    always @* begin
        x_velocity_next = x_velocity_reg;
        y_velocity_next = y_velocity_reg;
        if(ball_top < 1) begin
            y_velocity_next = BALL_SPEED_POS;  
        end else if(ball_bottom > Y_MAX) begin
            y_velocity_next = BALL_SPEED_NEG;  
        end else if(ball_left <= WALL_RIGHT) begin
            x_velocity_next = BALL_SPEED_POS;  
            x_velocity_next = x_velocity_next + speed_counter;
        end else if ((PADDLE_LEFT <= ball_right) && (ball_right <= PADDLE_RIGHT) &&
             (paddle_top <= ball_bottom) && (ball_top <= paddle_bottom)) begin
            if (x_velocity_reg > 0) begin
                x_velocity_next = -(x_velocity_reg + speed_counter);
            end 
            y_velocity_next = y_velocity_reg;
        end
    end
    always @*
        if(~video_on)
            rgb = 12'h000;       
        else
            if(wall_active)
                rgb = wall_color;      
            else if(paddle_active)
                rgb = paddle_color;       
            else if(ball_active)
                rgb = ball_color;      
            else
                rgb = background_color;        
endmodule
`timescale 1ns / 1ps
module pong(
    input clk,       
    input reset,            
    input up,               
    input down,             
    output hsync,           
    output vsync,           
    output [11:0] rgb,
    output [15:0] score
    );
    wire wire_reset, w_up, w_down, w_vid_on, wire_pixel;
    wire [9:0] wire_x, wire_y;
    reg [11:0] reg_rgb;
    wire [11:0] wire_rgb;
    wire [15:0] wire_score;
    vga_controller vga(.clk(clk), .reset(wire_reset), .video_on(w_vid_on), .hsync(hsync), .vsync(vsync), .p_pixel(wire_pixel), .x(wire_x), .y(wire_y));
    pixel pix(.clk(clk), .reset(wire_reset), .up(w_up), .down(w_down), .video_on(w_vid_on), .x(wire_x), .y(wire_y), .rgb(wire_rgb), .score_keep(wire_score));
    debouncer dbright(.clk(clk), .button(reset), .clean(wire_reset));
    debouncer dbup(.clk(clk), .button(up), .clean(w_up));
    debouncer dbdown(.clk(clk), .button(down), .clean(w_down));
    always @(posedge clk)
        if(wire_pixel)
            reg_rgb <= wire_rgb;
    assign rgb = reg_rgb;
    assign score = wire_score;
endmodule
`timescale 1ns / 1ps
module vga_controller(
    input clk,   
    input reset,        
    output video_on,    
    output hsync,      
    output vsync,     
    output p_pixel,     
    output [9:0] x,     
    output [9:0] y     
    );
    parameter h_display = 640;              
    parameter h_front = 48;               
    parameter h_back = 16;               
    parameter h_retrace = 96;               
    parameter h_max = h_display + h_front + h_back + h_retrace - 1;  
    parameter v_display = 480;              
    parameter v_front = 10;               
    parameter v_back = 33;               
    parameter v_retrace = 2;                
    parameter v_max = v_display + v_front + v_back + v_retrace - 1;  
	reg  [1:0] r_25MHz;
	wire w_25MHz;
	always @(posedge clk or posedge reset)
		if(reset)
		  r_25MHz <= 0;
		else
		  r_25MHz <= r_25MHz + 1;
	assign w_25MHz = (r_25MHz == 0) ? 1 : 0;  
    reg [9:0] h_count_reg, h_count_next;
    reg [9:0] v_count_reg, v_count_next;
    reg v_sync_reg, h_sync_reg;
    wire v_sync_next, h_sync_next;
    always @(posedge clk or posedge reset)
        if(reset) begin
            v_count_reg <= 0;
            h_count_reg <= 0;
            v_sync_reg  <= 1'b0;
            h_sync_reg  <= 1'b0;
        end
        else begin
            v_count_reg <= v_count_next;
            h_count_reg <= h_count_next;
            v_sync_reg  <= v_sync_next;
            h_sync_reg  <= h_sync_next;
        end
    always @(posedge w_25MHz or posedge reset)       
        if(reset)
            h_count_next = 0;
        else
            if(h_count_reg == h_max)                  
                h_count_next = 0;
            else
                h_count_next = h_count_reg + 1;         
    always @(posedge w_25MHz or posedge reset)
        if(reset)
            v_count_next = 0;
        else
            if(h_count_reg == h_max)                  
                if((v_count_reg == v_max))            
                    v_count_next = 0;
                else
                    v_count_next = v_count_reg + 1;
    assign h_sync_next = (h_count_reg >= (h_display+h_back) && h_count_reg <= (h_display+h_back+h_retrace-1));
    assign v_sync_next = (v_count_reg >= (v_display+v_back) && v_count_reg <= (v_display+v_back+v_retrace-1));
    assign video_on = (h_count_reg < h_display) && (v_count_reg < v_display);  
    assign hsync  = h_sync_reg;
    assign vsync  = v_sync_reg;
    assign x      = h_count_reg;
    assign y      = v_count_reg;
    assign p_pixel = w_25MHz;
endmodule
==> impl_metrics.tcl <==
# yosys + openroad results
set metrics [dict create \
    outcome "finished, violations left" \
    failing_checks "setup timing" \
    drcViolationCount 0 \
    stage_log_warnings 53 \
    hold_path.class "register to async pin" \
    global_route.peak_usage_layer "met1" \
    setup.worst_path.start_class "register" \
    tightestPinTransition_ns 0.787 \
    number_of_global_route_vias_before_repair 7860 \
    slew_violations 0 \
    numCtsBuffers 9 \
    areaGrowthSynthToFinish_pct 43.9 \
    final_antenna_diode_count 0 \
    totalWireLength_mm 23.6 \
    cts_tree "done" \
    comb_area_um2 6420 \
    worst_setup_hold_path_clk_slew_ns 0.08 \
    finalClockPeriodUsage 1.62 \
    die-width_um 154 \
    untimed_endpoints 40 \
    fp_core_util 0.409 \
    gr-usage-met3 0.0195 \
    final_core_utilization 0.588 \
    largest_register_ff_count 16 \
    timing.max_cap.violations 0 \
    timing.slew.headroom 0.468 \
    dp_cells 1549 \
    placeableCoreArea_um2 22600 \
    die.size.y_um 154 \
    grt_start_max_net_pins 48 \
    worstPathArrival_ns 3.37 \
    fp.dieArea_um2 23700 \
    layout_top_cell_excl_fill_tap "sky130_fd_sc_hd__buf_4" \
    drive_gt1_frac 0.338 \
    timing.final.ws_setup_ns -1.17 \
    nFillCells 1798 \
    global_route.usage.met1 0.331 \
    post_synth_instance_area_um2 9260 \
    stdcell_count 1602 \
    top_cells_by_area "sky130_fd_sc_hd__dfrtp_1 29%, sky130_fd_sc_hd__ha_1 19%, sky130_fd_sc_hd__xnor2_1 4.8%" \
    regMostFlops "pix.score_keep" \
    netlist_instances 1005 \
    drtAntennaViolNets 0 \
    synthDominantCellAreaShare 0.287 \
    largest_driver_fanout_on_the_critical_path 6 \
    count_of_flip_flops_with_a_built_in_enable_after_synthesis 7 \
    met2_usage 0.325 \
    seq_area_um2 3080 \
    number_of_warnings_reported_in_the_yosys_synthesis_log 4 \
    holdBufCountCts 0 \
    worst_clock_skew_ns 0.0131 \
    place_congestion 0.948 \
    place.detailed.hpwl_mm 18.0 \
    post_synth_top_area_cell "sky130_fd_sc_hd__dfrtp_1" \
    syn-mean-instance-area_um2 9.21 \
    timing.final.hold_violations 0 \
    synthFlopType "sky130_fd_sc_hd__dfrtp_1" \
    worst_r2r_startpoint "pix.ball_pos_y_reg[1]$_DFFE_PP0P_" \
    static-leakage-power_nw 6.17 \
    asyncSetResetFlopFracSynth 0.870 \
    port_buffers 32 \
    row_count 55 \
    place_area_um2 12000 \
    htreeDepth 3 \
    postSynthSeqShare 0.332 \
    synth.distinct_cells 79 \
    grt_first_pass_wirelength_mm 38.7 \
    drt_pre_antenna_iters 5 \
    rsz0062_at_grt "true" \
    wire_per_inst_um 14.7 \
    crit_type "register to register" \
    finish.instance_area_um2 13300 \
    unclocked_pins 20 \
    fin_worst_hold_slack_ns 0.376 \
    number_of_top_level_pins 34 \
    clock_insertion_delay_worst_skew_ns 0.37 \
    worst_setup_end_kind "register" \
    cts-root-to-sink-buffers 2 \
    layout_min_cycle_time_ns 3.07 \
    post-layout-total-power_mw 4.31 \
    fmax_achieved_ghz 0.326 \
    crit_required_ns 2.20 \
    ctsRootBufferMaster "sky130_fd_sc_hd__clkbuf_16" \
    grt_total_usage 0.208 \
    post_drt_via_cell_ratio 5.10 \
    ir_worst_vdd_mv 0.486 \
    number_of_vias_after_detailed_routing 8177 \
    yosys_area_um2 9260 \
    most-common-layout-cells "255 x sky130_fd_sc_hd__buf_4, 129 x sky130_fd_sc_hd__ha_1, 95 x sky130_fd_sc_hd__dfrtp_1, 73 x sky130_fd_sc_hd__inv_1, 73 x sky130_fd_sc_hd__nand2_1" \
    cellPowerDensity_nw_per_um2 324 \
    setup-violations-final 62 \
    initial_drc_count 257 \
    yosysCellCount 1005 \
    globalRoute.totalOverflow 0 \
    launch_point_of_the_critical_path "pix.ball_pos_y_reg[1]$_DFFE_PP0P_" \
    grt_antenna_before_repair 0 \
    ys_ff 123 \
]
==> synthesized netlist by cell type (5+ instances only) <==
| cell | instances |
|---|---|
| sky130_fd_sc_hd__nor2_1 | 61 |
| sky130_fd_sc_hd__nand2_1 | 81 |
| sky130_fd_sc_hd__o21ai_0 | 71 |
| sky130_fd_sc_hd__fa_1 | 6 |
| sky130_fd_sc_hd__nand2b_1 | 10 |
| sky130_fd_sc_hd__buf_4 | 8 |
| sky130_fd_sc_hd__a21oi_1 | 40 |
| sky130_fd_sc_hd__mux2i_1 | 6 |
| sky130_fd_sc_hd__o211ai_1 | 5 |
| sky130_fd_sc_hd__dfrtp_1 | 106 |
| sky130_fd_sc_hd__o21a_1 | 15 |
| sky130_fd_sc_hd__xnor2_1 | 51 |
| sky130_fd_sc_hd__a31oi_1 | 7 |
| sky130_fd_sc_hd__dfxtp_1 | 9 |
| sky130_fd_sc_hd__a211oi_1 | 8 |
| sky130_fd_sc_hd__nor4_1 | 12 |
| sky130_fd_sc_hd__ha_1 | 138 |
| sky130_fd_sc_hd__a21o_1 | 11 |
| sky130_fd_sc_hd__xor2_1 | 35 |
| sky130_fd_sc_hd__buf_2 | 7 |
| sky130_fd_sc_hd__clkbuf_1 | 19 |
| sky130_fd_sc_hd__inv_1 | 82 |
| sky130_fd_sc_hd__or4_1 | 5 |
| sky130_fd_sc_hd__nor2b_1 | 13 |
| sky130_fd_sc_hd__edfxtp_1 | 7 |
| sky130_fd_sc_hd__nand4_1 | 27 |
| sky130_fd_sc_hd__and3_1 | 6 |
| sky130_fd_sc_hd__or3_1 | 5 |
| sky130_fd_sc_hd__o21bai_1 | 6 |
| sky130_fd_sc_hd__nand3_1 | 32 |
| sky130_fd_sc_hd__o2111ai_1 | 7 |
| sky130_fd_sc_hd__and2_1 | 12 |
| sky130_fd_sc_hd__nor3_1 | 17 |
==> timing repair <==
item                       CTS  global route
pin swaps                   40            67
setup buffers               22            24
gates cloned                 1             2
setup endpoints to repair   65            66
resized                     66            96
==> stage by stage <==
step                setup TNS, ns  setup WS [ns]
finish                     -50.33          -1.17
global route               -59.18          -1.37
CTS                        -47.71          -1.17
detailed placement         -49.64          -1.24
global placement           -47.64          -1.17
floorplan                  -36.32          -1.07
==> path summary, 6_finish.rpt <==
path,end,slack (ns),cells after the start
min,pix.paddle_pos_reg[9]$_DFFE_PP0P_,0.38,1
max,pix.score_keep[12]$_DFFE_PP0P_,-1.17,14
min in group clk0,vga.r_25MHz[0]$_DFF_PP0_,0.41,1
max in group asynchronous,pix.x_velocity_reg[1]$_DFFE_PP1P_,0.88,2
max reg2reg,pix.score_keep[12]$_DFFE_PP0P_,-1.17,14
min reg2reg,pix.paddle_pos_reg[9]$_DFFE_PP0P_,0.38,1
==> logic make-up (layout without fill, tap and decap cells) <==
logic type | count (synthesis) | count (layout) | synth area share
and+or+nand+nor | 303 | 304 | 0.169
AOI/OAI and AO/OA | 223 | 223 | 0.158
adders and majority gates | 144 | 144 | 0.200
DFF | 123 | 123 | 0.332
buffers and inverters | 117 | 428 | 0.0516
xor gates and xnor gates | 86 | 86 | 0.0814
muxes | 8 | 8 | 0.00892
other | 1 | 1 | 0.000405
==> where the power goes <==
group	internal, mW	switching (mW)
clock network	1.06	0.985
registers	2.22	0.00604
logic	0.0197	0.0157
total	3.31	1.01
==> routing by layer <==
layer / share of wire / up-vias
met5: 0 / -
met3: 0.034 / 12
li1: - / 4220
met1: 0.52 / 3817
met4: 0.0083 / 0
met2: 0.44 / 128
==> layout make-up <==
class                      count  area share
multi-input combinational    766       0.482
sequential                   123       0.231
timing repair buffer         329       0.211
tap                          285      0.0268
inverter                      83      0.0244
clock buffer                   9      0.0169
clock inverter                 7     0.00733
==> worst max-delay path: stages, from the launching register on <==
cell and delay (ns):
sky130_fd_sc_hd__dfrtp_2 0.47, sky130_fd_sc_hd__ha_4 0.19, sky130_fd_sc_hd__o2111ai_4 0.21, sky130_fd_sc_hd__nor2_2 0.08, sky130_fd_sc_hd__xnor2_2 0.21, sky130_fd_sc_hd__ha_1 0.28
sky130_fd_sc_hd__a22o_1 0.25, sky130_fd_sc_hd__nor4_2 0.18, sky130_fd_sc_hd__o2111ai_2 0.17, sky130_fd_sc_hd__nor4_4 0.15, sky130_fd_sc_hd__buf_4 0.17, sky130_fd_sc_hd__buf_12 0.14
sky130_fd_sc_hd__nand3_4 0.06, sky130_fd_sc_hd__or3_1 0.32, sky130_fd_sc_hd__a21oi_2 0.11
Power is estimated from default activity; no workload was simulated.
